**./design.v**
```verilog
module alu1bit (
    input logic a,            
    input logic b,            
    input logic cin,          
    input logic [1:0] op,     
    output logic s,           
    output logic cout         
);
	logic wire1, wire2, wire3, wire4, wire5, sum2;
	NAND2#(
		.Tpdlh(6), 
		.Tpdhl(6)
	) g1(.A(op[0]), .B(op[0]), .Z(wire1));
	OR2#(
		.Tpdlh(4), 
		.Tpdhl(4)
	) g2(.A(a), .B(b), .Z(wire2));
	NAND2#(
		.Tpdlh(6), 
		.Tpdhl(6)
	) g3(.A(wire2), .B(wire2), .Z(wire3));
	XNOR2#(
		.Tpdlh(7), 
		.Tpdhl(7)
	) g4(.A(a), .B(cin), .Z(wire4));
	NAND2#(
		.Tpdlh(6), 
		.Tpdhl(6)
	) g5(.A(wire4), .B(wire4), .Z(wire5));
	fas FAS(.a(a), .b(b), .cin(cin), .a_ns(wire1), .s(sum2), .cout(cout));
	mux4 uut(
        .d0(wire3),
        .d1(wire5),
        .d2(sum2),
        .d3(sum2),
		.sel(op),
		.z(s)
    );
endmodule
module alu64bit (
    input logic [63:0] a,     
    input logic [63:0] b,     
    input logic cin,          
    input logic [1:0] op,     
    output logic [63:0] s,    
    output logic cout         
);
logic [63:0] s_wires;
logic [63:0] cout_wires;
alu1bit alu_instance0 (
            .a(a[0]),
            .b(b[0]),
            .op(op),
            .cin(cin),
            .s(s_wires[0]),
            .cout(cout_wires[0])
        );
genvar i;
generate
    for (i = 1; i < 64; i = i + 1) begin : alu_instances
        alu1bit alu_instance (
            .a(a[i]),
            .b(b[i]),
            .op(op),
            .cin(cout_wires[i-1]),
            .s(s[i]),
            .cout(cout_wires[i])
        );
    end
endgenerate
assign s = s_wires;
assign cout = cout_wires[63];
endmodule
module fas (
    input logic a,            
    input logic b,            
    input logic cin,          
    input logic a_ns,         
    output logic s,           
    output logic cout         
);
	logic wire1, wire2, wire3, wire4, wire5;
	XNOR2#(
		.Tpdlh(6), 
		.Tpdhl(6)
	) g1(.A(a), .B(b), .Z(wire1));
	NAND2#(
		.Tpdlh(6), 
		.Tpdhl(6)
	) g2(.A(b), .B(cin), .Z(wire2));
	OR2#(
		.Tpdlh(4), 
		.Tpdhl(4)
	) g3(.A(b), .B(cin), .Z(wire3));
	XNOR2#(
		.Tpdlh(7), 
		.Tpdhl(7)
	) g4(.A(a), .B(a_ns), .Z(wire4));
	XNOR2#(
		.Tpdlh(7), 
		.Tpdhl(7)
	) g5(.A(wire1), .B(cin), .Z(s));
	NAND2#(
		.Tpdlh(6), 
		.Tpdhl(6)
	) g6(.A(wire3), .B(wire4), .Z(wire5));
	NAND2#(
		.Tpdlh(6), 
		.Tpdhl(6)
	) g7(.A(wire2), .B(wire5), .Z(cout));
endmodule
module NAND2 (
    input logic A,
    input logic B,
    output logic Z
);
parameter Tpdlh = 1;
parameter Tpdhl = 1;
nand #(Tpdlh, Tpdhl) nand1 (Z, A, B);
endmodule
module OR2 (
    input logic A,
    input logic B,
    output logic Z
);
parameter Tpdlh = 1;
parameter Tpdhl = 1;
or #(Tpdlh, Tpdhl) or1 (Z, A, B);
endmodule
module XNOR2 (
    input logic A,
    input logic B,
    output logic Z
);
parameter Tpdlh = 1;
parameter Tpdhl = 1;
xnor #(Tpdlh, Tpdhl) xnor1 (Z, A, B);
endmodule
module mux2 (
    input logic d0,           
    input logic d1,           
    input logic sel,          
    output logic z            
);
	logic  wire1, wire2, wire3, wire4;
	OR2#(
		.Tpdlh(4), 
		.Tpdhl(4)
	) g1(.A(d0), .B(sel), .Z(wire1));
	NAND2#(
		.Tpdlh(6), 
		.Tpdhl(6)
	) g2(.A(sel), .B(sel), .Z(wire2));
	OR2#(
		.Tpdlh(4), 
		.Tpdhl(4)
	) g3(.A(d1), .B(wire2), .Z(wire3));
	NAND2#(
		.Tpdlh(6), 
		.Tpdhl(6)
	) g4(.A(wire1), .B(wire3), .Z(wire4));
	NAND2#(
		.Tpdlh(6), 
		.Tpdhl(6)
	) result(.A(wire4), .B(wire4), .Z(z));
endmodule
module mux4 (
    input logic d0,           
    input logic d1,           
    input logic d2,           
    input logic d3,           
    input logic [1:0] sel,    
    output logic z            
);
logic out0, out1;
mux2 inst1(.d0(d0), .d1(d1), .sel(sel[0]), .z(out0));
mux2 inst2(.d0(d2), .d1(d3), .sel(sel[0]), .z(out1));
mux2 result(.d0(out0), .d1(out1), .sel(sel[1]), .z(z));
endmodule
```
**./config.mk**
```make
export PLATFORM = sky130hd
export DESIGN_NAME = alu64bit
export DESIGN_NICKNAME = alu64bit
export VERILOG_FILES = /design/flow/design.v
export SDC_FILE = /design/flow/constraint.sdc
export NUM_CORES = 4
export LEC_CHECK = 1
export CORE_UTILIZATION = 30
```
**./run.sh**
```bash
#!/bin/bash
# OpenROAD 26Q1-2900-gdf79404cd8, Yosys 0.63+post, stock flow scripts
make -C /OpenROAD-flow-scripts/flow DESIGN_CONFIG=/design/flow/config.mk WORK_HOME=/design/flow/orfs finish
```
**./constraint.sdc**
```tcl
current_design alu64bit

set clk_period 64.0
set clk_io_pct 0.2

create_clock -name clk0 -period $clk_period

set non_clock_inputs [all_inputs -no_clocks]
set_input_delay [expr $clk_period * $clk_io_pct] -clock clk0 $non_clock_inputs
set_output_delay [expr $clk_period * $clk_io_pct] -clock clk0 [all_outputs]
```
==> results.yml <==
# physical design summary
worst_setup_path:
  critPathLaunchType: "primary input"
  cp_max_fo: 51
  worstSetupEndpointType: "output pin"
  required_ps: 51200
  critical_path_class: "primary input to output pin"
  critical_path_arrival_ps: 20130
placement:
  place.detailed.hpwl_mm: 16.7
  gp_congestion: 0.863
  io_buffers: 196
floorplanning:
  num_io_pins: 196
  die_w_um: 161
  core_region_area_um2: 24500
  fp_util_pct: 30.8
  chipArea_um2: 25800
  row_count: 57
  die_height_um: 161
drt:
  num_antenna_cells: 0
  wirelength_mm: 20.6
  dr.pass1.iters: 4
  wire_per_inst_um: 13.5
  drc: 0
  vias_per_cell: 4.94
  dr_total_vias: 7558
  drtIter0Drc: 484
  ant_nets: 0
run:
  max-cap-violations: 0
  openroad.warnings: 32
synthesis:
  yosysUniqueCellTypes: 80
  yosysWarnings: 0
  synth_top_cell_by_area: "xnor2_1"
  yosys_area_um2: 7550
  common_cells: "inv_1, xnor2_1, a21oi_1, nor2_1, xor2_1"
  mappedNetlistArea_um2: 7550
  top_area_share_pct: 12.8
  top_cells_by_area: "xnor2_1, ha_1, xor2_1"
  ys_sh_mux_pct: 0.994
  ys_sh_aoi_pct: 31.0
  ys_cells: 1135
  syn_avg_cell_area_um2: 6.65
  simple_gate_share_pct: 14.2
  fa_ha_area_share_pct: 15.4
  seq_area_frac_synth_pct: 0
  most_common_cell: "inv_1"
  top_logic_kind: "AND-OR/OR-AND gates"
  ys_sh_xor_pct: 21.6
  postSynthCellCount: 1135
run_status:
  status: "completed"
timing:
  layout_min_cycle_time_ps: 32930
  fmax_mhz: 30.4
  slew_violations: 0
  tightest_slew_ps: 770
  fin_setup_tns_ps: 0
  period_used_pct: 51.4
  max_slew_margin_pct: 48.1
  hold_viol: 0
  setup_viol: 0
  rsz0062_at_grt: "false"
grt:
  grtUsageTotal_pct: 15.6
  grt_max_degree: 62
  grt_pass1_wl_mm: 33.4
  grt-ovfl-total: 0
  antenna_found_initial: 0
  grt_pass1_vias: 6700
pwr:
  vdd_drop_max_uv: 5.17
  p_per_area_nw_per_um2: 10.4
  p_leak_nw: 3.72
  power_mw: 0.0956
min_path:
  hp-class: "primary input to output pin"
finish:
  nFillCells: 2607
  ff_count: 0
  area_delta_synth_final_pct: 21.6
  clkbuf_count: 0
  regArea_um2: 0
  drive_gt1_share_pct: 2.40
clock_network:
  holdBufCountCts: 0
  cts_resized: 0
  post-cts-setup-buffer-count: 0
-- layout by cell type (no fill, tap or decap), types with 12 or more instances in the layout --
| cell type | n |
|---|---|
| clkdlybuf4s50_1 | 194 |
| inv_1 | 131 |
| xnor2_1 | 110 |
| nor2_1 | 93 |
| a21oi_1 | 93 |
| xor2_1 | 76 |
| ha_1 | 64 |
| nand2_1 | 59 |
| a211oi_1 | 57 |
| o21ai_0 | 51 |
| maj3_1 | 36 |
| a31oi_1 | 22 |
| nand2b_1 | 19 |
| o22ai_1 | 15 |
| nor3_1 | 15 |
| nand3_1 | 12 |
-- per-stage QoR --
step | setup WS (ps) | instances | hold slack (ps) | cell area [um^2] | utilization, %
2_1_floorplan | 32930 | 1135 | 25710 | 7550 | -
3_3_place_gp | 31150 | 1530 | 26450 | 9180 | 37.4
3_5_place_dp | 31020 | 1530 | 26450 | 9180 | 37.4
4_1_cts | 30970 | 1530 | 26450 | 9180 | 37.4
5_1_grt | 30270 | 1530 | 26500 | 9180 | 37.4
6_report | 31070 | 1530 | 26420 | 9180 | 37.4
-- power breakdown --
part           total (mW)  internal, mW  switching (mW)
Combinational      0.0956        0.0503          0.0453
Sequential              0             0               0
Clock                   0             0               0
Total              0.0956        0.0503          0.0453
-- critical path, cell delays in order --
cell             delay [ps]
buf_6                   200
inv_4                   220
buf_4                   500
o31ai_1                 200
a41oi_1                 360
a31oi_1                 150
nor4_2                  420
a21boi_2                140
a2111oi_1               640
o311ai_1                190
a21oi_1                 310
o31a_1                  210
a31o_1                  190
a21oi_1                 100
o31ai_1                 530
or2_1                   290
a211o_1                 200
o211ai_2                140
nand2_4                 160
a21oi_1                  90
o32ai_2                 490
nand3_1                 180
a32oi_1                 230
a211o_2                 170
mux2_4                  300
a211o_1                 260
clkdlybuf4s50_1         400
-- area by class of cell --
cell class | instances | area, um^2 | area share [%]
Inverter | 132 | 498 | 5.42
Multi-Input combinational cell | 872 | 6270 | 68.3
Tap cell | 324 | 405 | 4.41
Timing Repair Buffer | 202 | 2010 | 21.8
-- metal layers --
layer | vias to the layer above | share of wire, % | wire (um) | GRT usage [%]
li1 | 4044 | - | - | -
met1 | 3353 | 52 | 10600 | 23.6
met2 | 159 | 44 | 9080 | 25.4
met3 | 2 | 4.0 | 824 | 1.00
met4 | 0 | 0.22 | 45 | 0.303
met5 | - | 0 | 0 | 0
-- cell families after synthesis --
kind of cell	count (synthesis)
AOI/OAI and AO/OA	346
buffers and inverters	263
and+or+nand+nor	233
xor gates and xnor gates	186
adders and majority gates	100
muxes	7
-- final timing paths --
| path | from | slack, ps | cells past startpoint | endpoint |
|---|---|---|---|---|
| setup / recovery | op[0] | 31070 | 27 | s[63] |
| hold / removal | op[1] | 26420 | 3 | s[62] |
Power and IR drop assume default switching activity.
